==> /design/flow/design.v <==
module CP0 (
	input clk,     
	input rst,   
	input wire[4:0] read_addr_i,
	input wire read_enabled,
	output reg[31:0] read_data_o,
	input wire[4:0] write_addr_i,
	input wire write_enabled,
	input wire[31:0] write_data_i,
	output reg[31:0] cp0_status_o,
	output reg[31:0] cp0_cause_o,
	output reg[31:0] cp0_epc_o,
	output reg[31:0] cp0_ebase_o,
    output wire[31:0] cp0_index_o,
    output wire[31:0] cp0_entryhi_o,
    output wire[31:0] cp0_entrylo0_o,
    output wire[31:0] cp0_entrylo1_o,
    output wire[31:0] cp0_random_o,
    input wire[31:0] excp_type_i,
    input wire[31:0] excp_inst_addr_i, 
    input wire excp_in_delay_slot_i,
    input wire[31:0] excp_bad_addr,
    input wire is_load_i,    
    input wire is_store_i
);
    reg[31:0] cp0_registers[31:0];
    assign cp0_index_o=cp0_registers[5'b00000];
    assign cp0_entryhi_o=cp0_registers[5'b01010];
    assign cp0_entrylo0_o=cp0_registers[5'b00010];
    assign cp0_entrylo1_o=cp0_registers[5'b00011];
    assign cp0_random_o=cp0_registers[5'b00001];
	always @(posedge clk) begin
        if(rst) begin
                cp0_registers[0] <= 0;
                cp0_registers[1] <= 16-1; 
                cp0_registers[2] <= 0;
                cp0_registers[3] <= 0;
                cp0_registers[4] <= 0;
                cp0_registers[5] <= 0;
                cp0_registers[6] <= 0;
                cp0_registers[7] <= 0;
                cp0_registers[8] <= 0;
                cp0_registers[9] <= 0;
                cp0_registers[10] <= 0;
                cp0_registers[11] <= 0;
                cp0_registers[12] <= 0;
                cp0_registers[13] <= 0;
                cp0_registers[14] <= 0;
                cp0_registers[15] <= 0;
                cp0_registers[16] <= 0;
                cp0_registers[17] <= 0;
                cp0_registers[18] <= 0;
                cp0_registers[19] <= 0;
                cp0_registers[20] <= 0;
                cp0_registers[21] <= 0;
                cp0_registers[22] <= 0;
                cp0_registers[23] <= 0;
                cp0_registers[24] <= 0;
                cp0_registers[25] <= 0;
                cp0_registers[26] <= 0;
                cp0_registers[27] <= 0;
                cp0_registers[28] <= 0;
                cp0_registers[29] <= 0;
                cp0_registers[30] <= 0;
                cp0_registers[31] <= 0;
                cp0_registers[5'b01111] <= 32'h80001000;
        end else begin
            if (cp0_registers[5'b00001]>cp0_registers[5'b00110]) begin
                cp0_registers[5'b00001] <=cp0_registers[5'b00001]-1;
            end else begin
                cp0_registers[5'b00001] <=16-1; 
            end
            if(write_enabled == 1) begin 
            	case (write_addr_i)
            		5'b01100: begin
            			cp0_registers[5'b01100] <= write_data_i;
            		end
            		5'b01110: begin
            			cp0_registers[5'b01110] <= write_data_i;
            		end
            		5'b01101: begin
            			cp0_registers[5'b01101][9:8] <= write_data_i[9:8];
						cp0_registers[5'b01101][23:22] <= write_data_i[23:22];
            		end
            	endcase
                cp0_registers[write_addr_i] <= write_data_i; 
            end           
            if(excp_type_i[17] == 1) begin 
                if(excp_in_delay_slot_i == 1) begin 
                    cp0_registers[5'b01110] <= excp_inst_addr_i - 4;
                    cp0_registers[5'b01101][31] <= 1;
                end else begin 
                    cp0_registers[5'b01110] <= excp_inst_addr_i ;
                    cp0_registers[5'b01101][31] <= 0;    
                end
                cp0_registers[5'b01100][1] <= 1;    
                cp0_registers[5'b01101][6:2] <= 5'b00000;         
            end
            if(excp_type_i[13] == 1) begin 
                if(excp_in_delay_slot_i == 1) begin 
                    cp0_registers[5'b01110] <= excp_inst_addr_i - 4;
                    cp0_registers[5'b01101][31] <= 1;
                end else begin 
                    cp0_registers[5'b01110] <= excp_inst_addr_i ;
                    cp0_registers[5'b01101][31] <= 0;    
                end
                cp0_registers[5'b01100][1] <= 1;    
                cp0_registers[5'b01101][6:2] <= 5'b00100;         
                cp0_registers[5'b01000] <= excp_bad_addr;       
            end
            if(excp_type_i[14] == 1) begin 
                if(excp_in_delay_slot_i == 1) begin 
                    cp0_registers[5'b01110] <= excp_inst_addr_i - 4;
                    cp0_registers[5'b01101][31] <= 1;
                end else begin 
                    cp0_registers[5'b01110] <= excp_inst_addr_i;
                    cp0_registers[5'b01101][31] <= 0;    
                end
                cp0_registers[5'b01100][1] <= 1;    
                cp0_registers[5'b01101][6:2] <= 5'b00101;                
                cp0_registers[5'b01000] <= excp_bad_addr;       
            end
            if(excp_type_i[8] == 1) begin 
                    if(excp_in_delay_slot_i == 1) begin 
                        cp0_registers[5'b01110] <= excp_inst_addr_i - 4;
                        cp0_registers[5'b01101][31] <= 1;
                    end else begin 
                        cp0_registers[5'b01110] <= excp_inst_addr_i;
                        cp0_registers[5'b01101][31] <= 0;    
                    end
                cp0_registers[5'b01100][1] <= 1;    
                cp0_registers[5'b01101][6:2] <= 5'b01000;                
            end
            if(excp_type_i[7] == 1) begin 
                    if(excp_in_delay_slot_i == 1) begin 
                        cp0_registers[5'b01110] <= excp_inst_addr_i - 4;
                        cp0_registers[5'b01101][31] <= 1;
                    end else begin 
                        cp0_registers[5'b01110] <= excp_inst_addr_i;
                        cp0_registers[5'b01101][31] <= 0;    
                    end
                cp0_registers[5'b01100][1] <= 1;    
                cp0_registers[5'b01101][6:2] <= 5'b01001;                
            end
            if(excp_type_i[9] == 1) begin 
                if(excp_in_delay_slot_i == 1) begin 
                    cp0_registers[5'b01110] <= excp_inst_addr_i - 4;
                    cp0_registers[5'b01101][31] <= 1;
                end else begin 
                    cp0_registers[5'b01110] <= excp_inst_addr_i;
                    cp0_registers[5'b01101][31] <= 0;    
                end
                cp0_registers[5'b01100][1] <= 1;    
                cp0_registers[5'b01101][6:2] <= 5'b01010;                
            end
            if(excp_type_i[11] == 1) begin 
                if(excp_in_delay_slot_i == 1) begin 
                    cp0_registers[5'b01110] <= excp_inst_addr_i - 4;
                    cp0_registers[5'b01101][31] <= 1;
                end else begin 
                    cp0_registers[5'b01110] <= excp_inst_addr_i;
                    cp0_registers[5'b01101][31] <= 0;    
                end
                cp0_registers[5'b01100][1] <= 1;    
                cp0_registers[5'b01101][6:2] <= 5'b01100;                
            end
            if(excp_type_i[12] == 1) begin 
                cp0_registers[5'b01100][1] <= 0;    
            end
            if(excp_type_i[16] == 1) begin 
                if(excp_in_delay_slot_i == 1) begin 
                    cp0_registers[5'b01110] <= excp_inst_addr_i - 4;
                    cp0_registers[5'b01101][31] <= 1;
                end else begin 
                    cp0_registers[5'b01110] <= excp_inst_addr_i;
                    cp0_registers[5'b01101][31] <= 0;    
                end
                cp0_registers[5'b01100][1] <= 1;    
                if (is_load_i) begin cp0_registers[5'b01101][2]<=1; end  
                if (is_store_i) begin cp0_registers[5'b01101][3]<=1; end  
                cp0_registers[5'b01000] <= excp_bad_addr;       
            end
            if(excp_type_i[15] == 1) begin 
                if(excp_in_delay_slot_i == 1) begin 
                    cp0_registers[5'b01110] <= excp_inst_addr_i - 4;
                    cp0_registers[5'b01101][31] <= 1;
                end else begin 
                    cp0_registers[5'b01110] <= excp_inst_addr_i;
                    cp0_registers[5'b01101][31] <= 0;    
                end
                cp0_registers[5'b01100][1] <= 1;    
                cp0_registers[5'b01101][6:2] <= 5'b00100;      
                cp0_registers[5'b01000] <= excp_inst_addr_i;       
            end
        end
    end
    always @(*) begin
        if(rst) begin
            read_data_o <= 32'h0;
            cp0_epc_o <= 32'h0;
            cp0_cause_o <= 32'h0;
            cp0_status_o <= 32'h0;
            cp0_ebase_o <= cp0_registers[5'b01111];
        end else begin
            read_data_o <= 32'h0;
            if (read_enabled == 1 && write_enabled == 1 && read_addr_i == write_addr_i) begin
                read_data_o <= write_data_i;
            end else if (read_enabled == 1) begin
                read_data_o <= cp0_registers[read_addr_i];
            end 
            if(write_enabled == 1 && write_addr_i == 5'b01110) begin 
                cp0_epc_o <= write_data_i;
            end else begin
                cp0_epc_o <= cp0_registers[5'b01110];
            end
            if(write_enabled == 1 && write_addr_i == 5'b01101) begin 
                cp0_cause_o <= write_data_i;
            end else begin
                cp0_cause_o <= cp0_registers[5'b01101];
            end
            if(write_enabled == 1 && write_addr_i == 5'b01100) begin 
                cp0_status_o <= write_data_i;
            end else begin
                cp0_status_o <= cp0_registers[5'b01100];
            end
            cp0_ebase_o <= cp0_registers[5'b01111];
        end
    end
endmodule
==> /design/flow/run.sh <==
#!/bin/bash
# OpenROAD 26Q1-2900-gdf79404cd8, Yosys 0.63+post, stock flow scripts
make -C /OpenROAD-flow-scripts/flow DESIGN_CONFIG=/design/flow/config.mk WORK_HOME=/design/flow/orfs finish
==> /design/flow/config.mk <==
export PLATFORM = sky130hd
export DESIGN_NAME = CP0
export DESIGN_NICKNAME = CP0
export VERILOG_FILES = /design/flow/design.v
export SDC_FILE = /design/flow/constraint.sdc
export NUM_CORES = 4
export LEC_CHECK = 1
export CORE_UTILIZATION = 40
==> /design/flow/constraint.sdc <==
current_design CP0

set clk_period 15.2
set clk_io_pct 0.2

create_clock -name clk0 -period $clk_period [get_ports {clk}]

set non_clock_inputs [all_inputs -no_clocks]
set_input_delay [expr $clk_period * $clk_io_pct] -clock clk0 $non_clock_inputs
set_output_delay [expr $clk_period * $clk_io_pct] -clock clk0 [all_outputs]
==> notes.md <==
Flow results are below.

- In this run the power density over the cells is 106.1 mW/mm^2.
- The critical path is of the in -> out type.
- The distinct cell type count of the synthesized netlist is about 78, for reference.
- The most used cell along the critical path is buf_4, for reference.
- The number of instances in the synthesized netlist is about 4500, for reference.
- Per the detailed placement report, the placed cell area equals slightly above 0.06 sq mm.
- The detail route stage leaves a number of antenna-violating nets equal to 0.
- The maximum number of pins on one net before global-route repair is slightly below 100, for reference.
- The worst stage delay on the critical path is about 0.53 ns, for reference.
- After clock tree synthesis, the flow added hold-fix buffers numbering 0.
- Overall power consumption after layout is estimated at between 6 and 7 mW.
- The final routed DRC violation total is 0, for reference.
- The skew report gives the latency at the later pin of the worst-skew pair as 0.75 ns.
- In the Yosys report the total cell count is 4451.
- According to the I/O placement log, the pin count is roughly 470.
- Per the final timing report, the hold violations number 0.
- Clock tree synthesis selected as its root buffer the cell clkbuf_16.
- The transition time recorded at the tightest slew-check pin is 1.033 ns.
- The core region area is 0.1373 sq mm, for reference.
- After synthesis the netlist holds a flip-flop and latch count of approximately 1000.
- The synthesis report gives the async set-or-reset register share as 0%.
- Looking at the worst setup and hold paths, the clock pins of their registers show a slew of around 0.06 ns.
- For the worst setup path, the data arrival time is between 7 and 8 ns.
- The post-synth area from yosys stat is 0.05530 sq mm, for reference.
- The number of H-tree levels is 3, for reference.
- The count of standard-cell rows is ~140, for reference.
- Ranked by flip-flop count, first place goes to cp0_registers.
- Gates resized during post-CTS repair numbered 0.
- The dominant cell by count in the synthesized netlist is edfxtp_1, for reference.
- The die covers approximately 0.14 sq mm.
- The largest buffer count on any clock path is 3, for reference.
- Max fanout on the critical path was recorded as 38.
- Per the synthesis report, the single largest cell type by area occupies a little under three fifths of cell area.
- The via count of the first global-routing pass is around 40000, for reference.
- The share of the cycle needed by the critical path after routing is between 60% and 70%, for reference.
- Ranked by total cell area, the synthesized netlist is headed by edfxtp_1, mux4_2, and2_1.
- The final cell area excluding filler cells is around 0.066 sq mm, for reference.
- The worst hold path stage count is 3, for reference.
- Per the GRT congestion report, total overflow comes to 0.
- Clock tree synthesis inserted a total of approximately 110 buffers.
- The buffer_ports step reported a buffer count of about 440.
- The max-slew violation count is 0, for reference.
- The number of antenna violations at the first check in global routing came to 11.
- The utilization after layout is a little under half, for reference.
- The post-CTS setup-driven buffer insertion count is 0, for reference.
- The largest registers in the layout are cp0_registers x1024.
- The top flip-flop cell by instance count after synthesis is edfxtp_1, for reference.
- The static leakage is between 20 and 25 nW, for reference.
- The critical path endpoint has a required time of 12.16 ns.
- Setup repair after global routing left no endpoint under its margin.
- The number of warnings in the stage logs is between 40 and 50, for reference.
- TritonCTS reports the number of clock sinks as approximately 1000.
- The commonest cells after synthesis are edfxtp_1, and2_1, clkbuf_1, o21ai_0, mux4_2.
- The worst register-to-register path has a setup slack of approximately 11 ns.
- Counting both buffers and inverters, the worst setup path holds a total of 5.
- The number of synthesis warnings is 1, for reference.
- The summed instance area of the synthesized netlist is 0.05530 sq mm, for reference.
- The global-route wire length before repair is 310.3 mm, for reference.
- The most critical min-delay path falls under reg -> reg.
- The number of cells on the worst reg-to-reg path is 10, for reference.
- The worst VDD IR drop from the latest analysis is between 0.00009 and 0.0001 V.
- The worst path needs ~10 ns of the cycle, external delays included.
- Averaged over all synthesized cells, the footprint is around 12 sq um.
- Measured along the y axis, the die boundary spans between 300 and 400 um.
- Walking the worst path, the cells encountered are clkdlybuf4s50_1, buf_4, nor2_1, a21o_1, buf_4, nor4b_1, nor2_1, nand2_2, nor2_2, buf_4, and2_1, a21o_1, clkdlybuf4s50_1.
- The area growth from synthesis to layout is 18.69%.
- The estimated wirelength of the detail-placed design is 148.0 mm, for reference.
- The number of max-capacitance violations reported is 0, for reference.
- The startpoint kind of the worst setup timing path is an input pin, for reference.
- In the log, the iteration count for the first detailed-route pass is 6.
- The script logs the ratio of routed vias to standard cells as about 6.
- The cell with the largest stage delay on the worst path is clkdlybuf4s50_1, for reference.
- The relative max-transition margin is 30.41%, for reference.
- The flow ran to the end, and the final reports show no timing, DRC or antenna violations.
- For this run, the total global-route usage over all layers was measured as 34.08%.
- The wire length reported by the detailed router is ~220 mm, for reference.
- The share of final-layout standard cells stronger than drive strength 1 is roughly 16%, for reference.
- Derived from the worst setup path, the maximum achievable clock frequency is 0.09695 GHz.
- The cell family contributing the most delay on the critical path is buffers and inverters, for reference.
- The detailed-route via count is around 40000, for reference.
- The average wire length per cell after detail routing is between 30 and 40 um, for reference.
- Summed over all failing endpoints, the final setup total negative slack is 0 ns.
- Sequential elements use a little under three fifths of the synthesized area.
- The share of the core filled by cells before placement is between 40% and 50%, for reference.
- The worst setup skew after layout is 0.03606 ns, for reference.
- The final number of setup-violating endpoints is 0, for reference.
- The placer congestion estimate is approximately 1.0, for reference.
- The number of design-rule violations left by the first detailed-router iteration is approximately 3500, for reference.
- The die width is between 300 and 400 um, for reference.
- The TritonCTS clock tree is yes, for reference.
- The synthesized design contains around 1000 enable-type register cells.
- The register with the most flip-flops in the layout has a little over 1000 of them.
- The logic depth of the worst path, buffers included is 13, for reference.
- STA classifies the critical path endpoint as a primary output.
- The synthesized design spends more area on one cell type than any other, namely edfxtp_1.
[report_power, final]
part / switching (mW) / total [mW] / leakage [nW] / internal (mW)
clock: 1.15 / 2.64 / 1.68 / 1.49
combinational: 0.564 / 0.963 / 11.5 / 0.399
sequential: 0.0833 / 3.36 / 9.83 / 3.28
total: 1.80 / 6.97 / 23.0 / 5.16
[stage by stage]
| stage | worst slack [ns] | instances | hold WS [ns] |
|---|---|---|---|
| floorplan | 6.761 | 4482 | 0.6322 |
| global placement | 5.023 | 6452 | 0.7844 |
| detailed placement | 5.002 | 6452 | 0.7915 |
| CTS | 4.985 | 6654 | 0.8027 |
| global route | 4.718 | 6655 | 0.8546 |
| finish | 4.885 | 6659 | 0.8107 |
[cells in the final DEF, fill, tap and decap left out, drive strengths merged, types with 14 or more instances in the layout]
cell type	instances
edfxtp	1024
and2	866
clkdlybuf4s50	434
o21ai	350
mux4	320
nand2	295
buf	212
nor2	179
a21oi	151
clkbuf	144
nor3	81
a21o	74
inv	63
mux2i	58
xnor2	46
clkinv	46
and3	36
ha	34
conb	32
nand3	30
nor4	29
xor2	26
a31oi	22
o211ai	21
or2	21
o22ai	16
o31ai	15
a211oi	15
or4	15
nor2b	14
[worst register-to-register path, cell delays in order (launching register included)]
cell and delay [ns]:
edfxtp_1 0.51, buf_4 0.26, ha_1 0.33, nand2_1 0.07
nor2_1 0.43, o2111ai_1 0.42, and3_1 0.30, o311ai_1 0.76
nand2_1 0.41, buf_4 0.38, o21ai_0 0.26
[layout make-up]
cell class	instances	area, sq um
clock buffer	144	2880
timing repair buffer	646	5981
clock inverter	58	601.8
fill	11803	71680
tap	1794	2245
sequential	1024	30750
antenna	5	12.51
inverter	62	237.7
multi-input combinational	2926	22930
[kinds of logic after synthesis]
| kind of cell | count (synthesis) | share of synthesized area, % |
|---|---|---|
| simple gates | 1624 | 16.15 |
| flops | 1024 | 55.60 |
| compound gates | 785 | 8.575 |
| buf+inv | 532 | 3.656 |
| mux | 379 | 14.10 |
| xor+xnor | 72 | 1.140 |
| fa+ha+maj | 34 | 0.7692 |
| other cells | 1 | 0.006781 |
[path summary, 6_finish.rpt]
kind	from	endpoint
worst min register to register	cp0_registers[1][0]	cp0_registers[1][3]
worst max-delay path	excp_type_i[14]	cp0_cause_o[25]
worst min-delay path	cp0_registers[1][0]	cp0_registers[1][3]
worst max register to register	cp0_registers[1][12]	cp0_registers[1][19]
[per-layer routing]
metal	GRT usage [%]	vias to the layer above	wire length, um
li1	-	17127	-
met1	47.77	19772	80760
met2	47.31	2649	96620
met3	19.15	404	32240
met4	10.98	8	9440
met5	1.990	-	379
No activity file was given, so power comes from the tool's default toggle rates.
